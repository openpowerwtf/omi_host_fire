==> design/flow/design.v <==
`timescale 1ns / 10ps
module ocx_leaf_inferd_regfile
    (
        clka   ,
        ena    ,
        addra  ,
        dina   ,
        clkb   ,
        rstb_n ,
        enb    ,
        addrb  ,
        doutb
    ) ;
        parameter  REGFILE_DEPTH   =    16 ;         
        parameter  REGFILE_WIDTH   =   576 ;         
        parameter  ADDR_WIDTH      =     4 ;         
        input                        clka   ;
        input                        ena    ;
        input  [ADDR_WIDTH-1:0]      addra  ;
        input  [REGFILE_WIDTH-1:0]   dina   ;
        input                        clkb   ;
        input                        rstb_n ;
        input                        enb    ;
        input  [ADDR_WIDTH-1:0]      addrb  ;
        output [REGFILE_WIDTH-1:0]   doutb  ;
        (* RAM_STYLE="DISTRIBUTED" *)
        reg    [REGFILE_WIDTH-1:0]   regfile [REGFILE_DEPTH-1:0]   ;
        reg    [REGFILE_WIDTH-1:0]   output_reg  ;
        always @ (posedge clka) begin
              if(ena)    begin   regfile[addra] <= dina;  end
        end
        always @ (posedge clkb) begin
            if    (!rstb_n)         begin  output_reg  <= {REGFILE_WIDTH{1'b0}};   end
            else if (enb)           begin  output_reg  <= regfile[addrb];          end
        end
        assign  doutb  =  output_reg ;
endmodule   
`timescale 1ns / 10ps
module ocx_tlx_514x16_fifo
    (
        data_in             ,
        wr_enable           ,
        data_out            ,
        rd_done             ,
        use_min_fifo_depth  ,
        data_look_ahead     ,
        data_available      ,
        underflow_error     ,
        overflow_error      ,
        clock               ,
        reset_n
    ) ;
        input  [513:0]                 data_in              ;
        input                          wr_enable            ;
        output [513:0]                 data_out             ;
        input                          rd_done              ;
        input                          use_min_fifo_depth   ;
        output                         data_look_ahead      ;
        output                         data_available       ;
        output                         underflow_error      ;
        output                         overflow_error       ;
        input                          clock                ;
        input                          reset_n              ;
        wire    [3:0]  ram_wr_addr   ;
        wire    [3:0]  ram_rd_addr   ;
        wire           ram_wr_enable ;
        wire           rd_data_capture ;
    ocx_leaf_inferd_regfile # (
      .REGFILE_DEPTH    (16),         
      .REGFILE_WIDTH   (514),         
      .ADDR_WIDTH        (4)          
    ) fifo_memory_inst (
      .clka   ( clock         ),
      .ena    ( ram_wr_enable ),
      .addra  ( ram_wr_addr   ),
      .dina   ( data_in       ),
      .clkb   ( clock         ),
      .rstb_n ( reset_n       ),
      .enb    ( rd_data_capture ),
      .addrb  ( ram_rd_addr   ),
      .doutb  ( data_out      )
    );   
ocx_tlx_fifo_cntlr
    #(
        .FIFO_ADDR_WIDTH  ( 4 )
    )
    FIFO_CNTLR
    (
        .fifo_wr              ( wr_enable            ) ,
        .fifo_rd_done         ( rd_done              ) ,
        .ram_wr_addr          ( ram_wr_addr          ) ,    
        .ram_wr_enable        ( ram_wr_enable        ) ,
        .ram_rd_addr          ( ram_rd_addr          ) ,    
        .rd_data_capture      ( rd_data_capture      ) ,
        .fifo_data_look_ahead ( data_look_ahead      ) ,
        .fifo_data_available  ( data_available       ) ,
        .fifo_underflow_error ( underflow_error      ) ,
        .fifo_overflow_error  ( overflow_error       ) ,
        .clock                ( clock                ) ,
        .reset_n              ( reset_n              )
    ) ;
endmodule   
`timescale 1ns / 10ps
module ocx_tlx_fifo_cntlr
    (
        fifo_wr              ,
        fifo_rd_done         ,
        ram_wr_addr          ,
        ram_wr_enable        ,
        ram_rd_addr          ,
        rd_data_capture      ,
        fifo_data_look_ahead ,
        fifo_data_available  ,
        fifo_underflow_error ,
        fifo_overflow_error  ,
        clock                ,
        reset_n
    ) ;
        parameter  FIFO_ADDR_WIDTH  =   4 ;
        input                          fifo_wr              ;
        input                          fifo_rd_done         ;
        output [FIFO_ADDR_WIDTH-1:0]   ram_wr_addr          ;
        output                         ram_wr_enable        ;
        output [FIFO_ADDR_WIDTH-1:0]   ram_rd_addr          ;
        output                         rd_data_capture      ;
        output                         fifo_data_look_ahead ;
        output                         fifo_data_available  ;
        output                         fifo_underflow_error ;
        output                         fifo_overflow_error  ;
        input                          clock                ;
        input                          reset_n              ;
        wire   [FIFO_ADDR_WIDTH-1:0]   ptr_inc            ;   
        wire   [FIFO_ADDR_WIDTH  :0]   cntr_0             ;   
        wire   [FIFO_ADDR_WIDTH  :0]   cntr_1             ;   
        wire   [FIFO_ADDR_WIDTH  :0]   cntr_max           ;   
        wire   [FIFO_ADDR_WIDTH-1:0]   wr_addr_pointer_d  ;   
        reg    [FIFO_ADDR_WIDTH-1:0]   wr_addr_pointer_q  ;   
        wire   [FIFO_ADDR_WIDTH-1:0]   rd_addr_pointer_d  ;   
        reg    [FIFO_ADDR_WIDTH-1:0]   rd_addr_pointer_q  ;   
        wire   [FIFO_ADDR_WIDTH  :0]   valid_entry_cntr_d ;   
        reg    [FIFO_ADDR_WIDTH  :0]   valid_entry_cntr_q ;   
        wire    fifo_will_be_empty   ;
        wire    fifo_empty           ;
        wire    fifo_full            ;
        wire    fifo_data_early      ;
        reg     fifo_data_available1 ;
    assign ptr_inc  =  {{FIFO_ADDR_WIDTH-1{1'b0}}, 1'b1} ;    
    assign cntr_0   =   {FIFO_ADDR_WIDTH+1{1'b0}}        ;    
    assign cntr_1   =  {{FIFO_ADDR_WIDTH{1'b0}}, 1'b1}   ;    
    assign cntr_max =  {1'b1, {FIFO_ADDR_WIDTH{1'b0}}}   ;    
    assign   wr_addr_pointer_d  =   ( fifo_wr )   ?  wr_addr_pointer_q + ptr_inc :
                                                     wr_addr_pointer_q           ;
    always @ (posedge clock) begin
        if      (!reset_n)        wr_addr_pointer_q       <= {FIFO_ADDR_WIDTH{1'b0}};
        else                      wr_addr_pointer_q       <= wr_addr_pointer_d;
    end
    assign  ram_wr_enable   =  fifo_wr;              
    assign  ram_wr_addr     =  wr_addr_pointer_q;    
    assign   rd_addr_pointer_d  =  ( fifo_rd_done  )  ?  rd_addr_pointer_q + ptr_inc :
                                                         rd_addr_pointer_q           ;
    always @ (posedge clock) begin
        if      (!reset_n)        rd_addr_pointer_q       <= {FIFO_ADDR_WIDTH{1'b0}};
        else                      rd_addr_pointer_q       <= rd_addr_pointer_d;
    end
    assign  ram_rd_addr       =  rd_addr_pointer_d;    
    assign  rd_data_capture   =  1'b1 ;                
    assign   valid_entry_cntr_d  =  ( !fifo_wr  && !fifo_rd_done                                )  ?  valid_entry_cntr_q          :  
                                    ( !fifo_wr  &&  fifo_rd_done                 && !fifo_empty )  ?  valid_entry_cntr_q - cntr_1 :  
                                    ( !fifo_wr  &&  fifo_rd_done                 &&  fifo_empty )  ?  cntr_0                      :  
                                    (  fifo_wr  && !fifo_rd_done  && !fifo_full                 )  ?  valid_entry_cntr_q + cntr_1 :  
                                    (  fifo_wr  && !fifo_rd_done  &&  fifo_full                 )  ?  valid_entry_cntr_q          :  
                                    (  fifo_wr  &&  fifo_rd_done  && !fifo_full  && !fifo_empty )  ?  valid_entry_cntr_q          :  
                                    (  fifo_wr  &&  fifo_rd_done  && !fifo_full  &&  fifo_empty )  ?  cntr_1                      :  
                                    (  fifo_wr  &&  fifo_rd_done  &&  fifo_full  && !fifo_empty )  ?  valid_entry_cntr_q          :  
                                                                                                      valid_entry_cntr_q          ;  
    always @ (posedge clock) begin
        if      (!reset_n)        valid_entry_cntr_q       <= {FIFO_ADDR_WIDTH+1{1'b0}};
        else                      valid_entry_cntr_q       <= valid_entry_cntr_d;
    end
    assign   fifo_will_be_empty   =  ( valid_entry_cntr_d == cntr_0   )  ?  1'b1  :  1'b0 ;
    assign   fifo_empty           =  ( valid_entry_cntr_q == cntr_0   )  ?  1'b1  :  1'b0 ;
    assign   fifo_full            =  ( valid_entry_cntr_q >= cntr_max )  ?  1'b1  :  1'b0 ;
    assign    fifo_data_early      =  !fifo_will_be_empty  &&  !fifo_empty  && !(fifo_rd_done && fifo_wr && valid_entry_cntr_d == cntr_1);
    always @ (posedge clock) begin
        if      (!reset_n)        fifo_data_available1       <=  1'b0;
        else                      fifo_data_available1       <=  fifo_data_early;
    end
    assign    fifo_data_look_ahead =  fifo_data_early; 
    assign    fifo_data_available  =  fifo_data_available1; 
    assign    fifo_underflow_error =   fifo_empty  &&  fifo_rd_done;
    assign    fifo_overflow_error  =   fifo_full   &&  fifo_wr  &&  !fifo_rd_done;
endmodule   
==> design/flow/run.sh <==
#!/bin/bash
# OpenROAD 26Q1-2900-gdf79404cd8, Yosys 0.63+post, stock flow scripts
make -C /OpenROAD-flow-scripts/flow DESIGN_CONFIG=/design/flow/config.mk WORK_HOME=/design/flow/orfs finish
==> design/flow/config.mk <==
export PLATFORM = sky130hd
export DESIGN_NAME = ocx_tlx_514x16_fifo
export DESIGN_NICKNAME = ocx_tlx_514x16_fifo
export VERILOG_FILES = /design/flow/design.v
export SDC_FILE = /design/flow/constraint.sdc
export NUM_CORES = 4
export LEC_CHECK = 1
export CORE_UTILIZATION = 40
export SYNTH_MEMORY_MAX_BITS = 65536
==> design/flow/constraint.sdc <==
current_design ocx_tlx_514x16_fifo

set clk_period 532.1
set clk_io_pct 0.2

create_clock -name clk0 -period $clk_period [get_ports {clock}]

set non_clock_inputs [all_inputs -no_clocks]
set_input_delay [expr $clk_period * $clk_io_pct] -clock clk0 $non_clock_inputs
set_output_delay [expr $clk_period * $clk_io_pct] -clock clk0 [all_outputs]
==> results.txt <==
yosys + openroad results -> run status finished, final reports clean, Clock Root Buffer clkbuf_16, worst skew pair latency approximately 1200 ps, Ys Warns 2, CP Capture Type primary output, top cells by area, synth edfxtp_1 76%, nand2_1 7.9%, nand3_1 4.5%, Log Warnings roughly 53, Clock Pin Slew Worst Setup and Hold Paths around 60 ps, Post-Syn Area around 330000 um2, Unique cell types 58, clk buf depth 4, Async SR Flop Fraction 0%, CP Class input pin to primary output, Core Footprint slightly above 800000 um2, clk sinks roughly 8800, most numerous logic cell after layout edfxtp_1, CP Launch Type input pin, Cell Count, Final, Fillers Out between 30000 and 40000, post-cts resize count 0, H-tree level count 6, Critical Path AT ~110000 ps, dpl cells 33700, drc violations 0, crit-path cells clkdlybuf4s50_1 -> or4b_2 -> mux2i_1 -> a311o_1 -> nor4_1 -> nor2_1 -> clkdlybuf4s50_1, Max Slew Vio Count 0, PD cells about 4.0 nW/um2, Tot Pwr ~1.5 mW, final count of hold timing violations 0, number of buffers created by CTS approximately 860, Die Size approximately 820000 um2, Slew HR between 20% and 30%, HPWL after DPL 512 mm, dpl ws approximately 320000 ps, row count between 300 and 400, family with the most delay on the worst path buffers and inverters, Crit path buffers/inverters 2, leakage ~130 nW, reg2reg path depth 14, Top-area cell share between 70 and 80%, number of enable flip-flop cells approximately 8000, layout cell share with drive strength beyond 1 8.40%, Routed Antenna Nets 0, Cell Area, Placed about 350000 um2, Post-CTS Setup Repair Bufs 0, WP data required 425680 ps, Seq/Total Area, Yosys 79.1%, hold depth 2, worst setup margin roughly 320000 ps, GRT Overall Usage between 20 and 25%, fmax ~4.6 MHz, Worst Skew roughly 110 ps, FF+latch area about 260000 um2, Max-cap violations 0, Routed WL between 900 and 1000 mm, CTS Hold Bufs 0, final-layout fill cell count approximately 67000, Layout area overhead 16.1%, crit path from wr_enable, Die H 904 um, R2R Path End fifo_memory_inst.output_reg[26], Final GP Congestion about 0.84, fin area about 380000 um2, antenna violations before repair about 270, Hold Path Sink FIFO_CNTLR.wr_addr_pointer_q[0], max reg flops slightly above 8000, Syn Area/Cell 14.4 um2, Fin Setup TNS 0 ps, setup violators final 0, CP max-delay cell clkdlybuf4s50_1, ys cells between 20000 and 25000, worst r2r src FIFO_CNTLR.rd_addr_pointer_q[0], Routed wire per std cell between 20 and 30 um, fin crit share approximately 41%, crit-path most repeated cell clkdlybuf4s50_1, Hold WC Path Type flop to flop, Die X 904 um, Syn Inst Count roughly 23000, Initial DRT Pass Iterations 9, actual slew at the worst max-slew pin about 1100 ps, worst vdd ir approximately 0.0000037 V, vias in the first global route approximately 200k, port bufs roughly 1000, post-synth area from yosys stat between 300000 and 400000 um2, vias per cell around 5.5, max incr delay on CP roughly 960 ps, crit path max fanout 20, first-pass GRT wire length roughly 1300 mm, ys flops slightly below 9000, GRT overflow 0, cell taking the most area after synthesis edfxtp_1, Logic area around 62000 um2, HP Start FIFO_CNTLR.wr_addr_pointer_q[0], RSZ-0062 raised after global routing false, Tmin final 215990 ps, initial drt markers about 13000, Init Core Util 40.2%, reg2reg setup slack 524980 ps, largest net degree at the start of global routing 129, I/O pin cnt about 1000, prevailing post-synth register cell edfxtp_1, most numerous logic cells after layout 8224 x edfxtp_1, 6861 x nand2_1, 2949 x nand3_1, Vias slightly below 200k, CTS tree built
## synthesized netlist by cell type (all sizes together), types with 2 or more instances
library cell	count
a32o	2
nor2	14
xnor2	3
o21ai	482
mux2i	489
o2111a	32
edfxtp	8224
inv	7
nand3	2949
nand2	6862
ha	8
and3	3
mux4	101
nor4b	2
buf	660
or3b	3
o32ai	3
or3	3
nand4	962
nand2b	5
a32oi	481
nor2b	2
o22ai	2
clkbuf	741
a221o	33
a22o	2
xor2	6
a211oi	3
and2	20
dfxtp	528
nor3	5
## metrics by stage
step | hold WS [ps] | utilization (%)
finish | 584 | 46.7
detailed placement | 570 | 43.1
floorplan | 533 | -
CTS | 586 | 46.7
global route | 631 | 46.7
global placement | 561 | 43.1
## routing by layer
layer  vias to the layer above  routed length [um]  global-route usage [%]
li1                      86400                   -                       -
met1                     93000              313000                    30.0
met2                     11900              422000                    34.9
met3                      1886              158000                    18.4
met4                       244               30800                    6.75
met5                         -                2280                   0.949
## logic make-up (layout without fill, tap and decap cells)
| kind of cell | Yosys count | count (layout) | share of synthesized area, % |
|---|---|---|---|
| AOI/OAI and AO/OA | 1051 | 1051 | 2.31 |
| xor gates and xnor gates | 9 | 9 | 0.0265 |
| adders and majority gates | 8 | 8 | 0.0308 |
| buffers and inverters | 1408 | 3316 | 1.87 |
| DFF | 8752 | 8752 | 79.1 |
| muxes | 591 | 591 | 2.21 |
| other | 0 | 105 | 0 |
| and+or+nand+nor | 10800 | 10800 | 14.4 |
## area by class of cell
type	instances	share of cell area, %
Antenna cell	105	0.0695
Clock buffer	1223	6.41
Clock inverter	407	1.24
Inverter	7	0.00695
Multi-Input combinational cell	12500	16.4
Sequential cell	8752	68.1
Tap cell	10800	3.57
Timing Repair Buffer	1679	4.14
## power by group
group	leakage, nW	total [mW]	switching, mW	internal [mW]
sequential	78.7	0.774	0.00675	0.767
clock	14.1	0.610	0.264	0.345
combinational	32.7	0.135	0.0922	0.0425
total	126	1.52	0.363	1.15
## worst max-delay path by stage
stage	endpoint	slack, ps	depth (start not counted)
after CTS	data_look_ahead	316190	7
after global routing	data_look_ahead	316070	7
final	data_look_ahead	316110	7
## worst reg2reg max path: stages (launching register included)
cell and delay (ps):
dfxtp_1 290, buf_4 200, xnor2_4 740, buf_4 660, buf_4 690, buf_4 620, buf_4 580, buf_4 550
buf_4 690, buf_4 730, buf_4 550, mux2i_1 250, a32oi_1 70, nand4_1 130, o21ai_0 200
Power and IR drop assume default switching activity.
