## flow/run.sh

```bash
#!/bin/bash
# OpenROAD 26Q1-2900-gdf79404cd8, Yosys 0.63+post, stock flow scripts
make -C /OpenROAD-flow-scripts/flow DESIGN_CONFIG=/design/flow/config.mk WORK_HOME=/design/flow/orfs finish
```

## flow/config.mk

```make
export PLATFORM = sky130hd
export DESIGN_NAME = ocx_tlx_513x32_fifo
export DESIGN_NICKNAME = ocx_tlx_513x32_fifo
export VERILOG_FILES = /design/flow/design.v
export SDC_FILE = /design/flow/constraint.sdc
export NUM_CORES = 4
export LEC_CHECK = 1
export CORE_UTILIZATION = 50
export SYNTH_MEMORY_MAX_BITS = 65536
```

## flow/constraint.sdc

```tcl
current_design ocx_tlx_513x32_fifo

set clk_period 1567.3
set clk_io_pct 0.2

create_clock -name clk0 -period $clk_period [get_ports {clock}]

set non_clock_inputs [all_inputs -no_clocks]
set_input_delay [expr $clk_period * $clk_io_pct] -clock clk0 $non_clock_inputs
set_output_delay [expr $clk_period * $clk_io_pct] -clock clk0 [all_outputs]
```

## flow/design.v

```verilog
`timescale 1ns / 10ps
module ocx_leaf_inferd_regfile
    (
        clka   ,
        ena    ,
        addra  ,
        dina   ,
        clkb   ,
        rstb_n ,
        enb    ,
        addrb  ,
        doutb
    ) ;
        parameter  REGFILE_DEPTH   =    16 ;         
        parameter  REGFILE_WIDTH   =   576 ;         
        parameter  ADDR_WIDTH      =     4 ;         
        input                        clka   ;
        input                        ena    ;
        input  [ADDR_WIDTH-1:0]      addra  ;
        input  [REGFILE_WIDTH-1:0]   dina   ;
        input                        clkb   ;
        input                        rstb_n ;
        input                        enb    ;
        input  [ADDR_WIDTH-1:0]      addrb  ;
        output [REGFILE_WIDTH-1:0]   doutb  ;
        (* RAM_STYLE="DISTRIBUTED" *)
        reg    [REGFILE_WIDTH-1:0]   regfile [REGFILE_DEPTH-1:0]   ;
        reg    [REGFILE_WIDTH-1:0]   output_reg  ;
        always @ (posedge clka) begin
              if(ena)    begin   regfile[addra] <= dina;  end
        end
        always @ (posedge clkb) begin
            if    (!rstb_n)         begin  output_reg  <= {REGFILE_WIDTH{1'b0}};   end
            else if (enb)           begin  output_reg  <= regfile[addrb];          end
        end
        assign  doutb  =  output_reg ;
endmodule   
`timescale 1ns / 10ps
module ocx_tlx_513x32_fifo
    (
        data_in             ,
        wr_enable           ,
        data_out            ,
        rd_done             ,
        use_min_fifo_depth  ,
        data_look_ahead     ,
        data_available      ,
        underflow_error     ,
        overflow_error      ,
        clock               ,
        reset_n
    ) ;
        input  [512:0]                 data_in              ;
        input                          wr_enable            ;
        output [512:0]                 data_out             ;
        input                          rd_done              ;
        input                          use_min_fifo_depth   ;
        output                         data_look_ahead      ;
        output                         data_available       ;
        output                         underflow_error      ;
        output                         overflow_error       ;
        input                          clock                ;
        input                          reset_n              ;
        wire    [4:0]  ram_wr_addr   ;
        wire    [4:0]  ram_rd_addr   ;
        wire           ram_wr_enable ;
        wire           rd_data_capture ;
    ocx_leaf_inferd_regfile # (
      .REGFILE_DEPTH    (32),         
      .REGFILE_WIDTH   (513),         
      .ADDR_WIDTH        (5)          
    ) fifo_memory_inst (
      .clka   ( clock         ),
      .ena    ( ram_wr_enable ),
      .addra  ( ram_wr_addr   ),
      .dina   ( data_in       ),
      .clkb   ( clock         ),
      .rstb_n ( reset_n       ),
      .enb    ( rd_data_capture ),
      .addrb  ( ram_rd_addr   ),
      .doutb  ( data_out      )
    );   
ocx_tlx_fifo_cntlr
    #(
        .FIFO_ADDR_WIDTH  ( 5 )
    )
    FIFO_CNTLR
    (
        .fifo_wr              ( wr_enable            ) ,
        .fifo_rd_done         ( rd_done              ) ,
        .ram_wr_addr          ( ram_wr_addr          ) ,    
        .ram_wr_enable        ( ram_wr_enable        ) ,
        .ram_rd_addr          ( ram_rd_addr          ) ,    
        .rd_data_capture      ( rd_data_capture      ) ,
        .fifo_data_look_ahead ( data_look_ahead      ) ,
        .fifo_data_available  ( data_available       ) ,
        .fifo_underflow_error ( underflow_error      ) ,
        .fifo_overflow_error  ( overflow_error       ) ,
        .clock                ( clock                ) ,
        .reset_n              ( reset_n              )
    ) ;
endmodule   
`timescale 1ns / 10ps
module ocx_tlx_fifo_cntlr
    (
        fifo_wr              ,
        fifo_rd_done         ,
        ram_wr_addr          ,
        ram_wr_enable        ,
        ram_rd_addr          ,
        rd_data_capture      ,
        fifo_data_look_ahead ,
        fifo_data_available  ,
        fifo_underflow_error ,
        fifo_overflow_error  ,
        clock                ,
        reset_n
    ) ;
        parameter  FIFO_ADDR_WIDTH  =   4 ;
        input                          fifo_wr              ;
        input                          fifo_rd_done         ;
        output [FIFO_ADDR_WIDTH-1:0]   ram_wr_addr          ;
        output                         ram_wr_enable        ;
        output [FIFO_ADDR_WIDTH-1:0]   ram_rd_addr          ;
        output                         rd_data_capture      ;
        output                         fifo_data_look_ahead ;
        output                         fifo_data_available  ;
        output                         fifo_underflow_error ;
        output                         fifo_overflow_error  ;
        input                          clock                ;
        input                          reset_n              ;
        wire   [FIFO_ADDR_WIDTH-1:0]   ptr_inc            ;   
        wire   [FIFO_ADDR_WIDTH  :0]   cntr_0             ;   
        wire   [FIFO_ADDR_WIDTH  :0]   cntr_1             ;   
        wire   [FIFO_ADDR_WIDTH  :0]   cntr_max           ;   
        wire   [FIFO_ADDR_WIDTH-1:0]   wr_addr_pointer_d  ;   
        reg    [FIFO_ADDR_WIDTH-1:0]   wr_addr_pointer_q  ;   
        wire   [FIFO_ADDR_WIDTH-1:0]   rd_addr_pointer_d  ;   
        reg    [FIFO_ADDR_WIDTH-1:0]   rd_addr_pointer_q  ;   
        wire   [FIFO_ADDR_WIDTH  :0]   valid_entry_cntr_d ;   
        reg    [FIFO_ADDR_WIDTH  :0]   valid_entry_cntr_q ;   
        wire    fifo_will_be_empty   ;
        wire    fifo_empty           ;
        wire    fifo_full            ;
        wire    fifo_data_early      ;
        reg     fifo_data_available1 ;
    assign ptr_inc  =  {{FIFO_ADDR_WIDTH-1{1'b0}}, 1'b1} ;    
    assign cntr_0   =   {FIFO_ADDR_WIDTH+1{1'b0}}        ;    
    assign cntr_1   =  {{FIFO_ADDR_WIDTH{1'b0}}, 1'b1}   ;    
    assign cntr_max =  {1'b1, {FIFO_ADDR_WIDTH{1'b0}}}   ;    
    assign   wr_addr_pointer_d  =   ( fifo_wr )   ?  wr_addr_pointer_q + ptr_inc :
                                                     wr_addr_pointer_q           ;
    always @ (posedge clock) begin
        if      (!reset_n)        wr_addr_pointer_q       <= {FIFO_ADDR_WIDTH{1'b0}};
        else                      wr_addr_pointer_q       <= wr_addr_pointer_d;
    end
    assign  ram_wr_enable   =  fifo_wr;              
    assign  ram_wr_addr     =  wr_addr_pointer_q;    
    assign   rd_addr_pointer_d  =  ( fifo_rd_done  )  ?  rd_addr_pointer_q + ptr_inc :
                                                         rd_addr_pointer_q           ;
    always @ (posedge clock) begin
        if      (!reset_n)        rd_addr_pointer_q       <= {FIFO_ADDR_WIDTH{1'b0}};
        else                      rd_addr_pointer_q       <= rd_addr_pointer_d;
    end
    assign  ram_rd_addr       =  rd_addr_pointer_d;    
    assign  rd_data_capture   =  1'b1 ;                
    assign   valid_entry_cntr_d  =  ( !fifo_wr  && !fifo_rd_done                                )  ?  valid_entry_cntr_q          :  
                                    ( !fifo_wr  &&  fifo_rd_done                 && !fifo_empty )  ?  valid_entry_cntr_q - cntr_1 :  
                                    ( !fifo_wr  &&  fifo_rd_done                 &&  fifo_empty )  ?  cntr_0                      :  
                                    (  fifo_wr  && !fifo_rd_done  && !fifo_full                 )  ?  valid_entry_cntr_q + cntr_1 :  
                                    (  fifo_wr  && !fifo_rd_done  &&  fifo_full                 )  ?  valid_entry_cntr_q          :  
                                    (  fifo_wr  &&  fifo_rd_done  && !fifo_full  && !fifo_empty )  ?  valid_entry_cntr_q          :  
                                    (  fifo_wr  &&  fifo_rd_done  && !fifo_full  &&  fifo_empty )  ?  cntr_1                      :  
                                    (  fifo_wr  &&  fifo_rd_done  &&  fifo_full  && !fifo_empty )  ?  valid_entry_cntr_q          :  
                                                                                                      valid_entry_cntr_q          ;  
    always @ (posedge clock) begin
        if      (!reset_n)        valid_entry_cntr_q       <= {FIFO_ADDR_WIDTH+1{1'b0}};
        else                      valid_entry_cntr_q       <= valid_entry_cntr_d;
    end
    assign   fifo_will_be_empty   =  ( valid_entry_cntr_d == cntr_0   )  ?  1'b1  :  1'b0 ;
    assign   fifo_empty           =  ( valid_entry_cntr_q == cntr_0   )  ?  1'b1  :  1'b0 ;
    assign   fifo_full            =  ( valid_entry_cntr_q >= cntr_max )  ?  1'b1  :  1'b0 ;
    assign    fifo_data_early      =  !fifo_will_be_empty  &&  !fifo_empty  && !(fifo_rd_done && fifo_wr && valid_entry_cntr_d == cntr_1);
    always @ (posedge clock) begin
        if      (!reset_n)        fifo_data_available1       <=  1'b0;
        else                      fifo_data_available1       <=  fifo_data_early;
    end
    assign    fifo_data_look_ahead =  fifo_data_early; 
    assign    fifo_data_available  =  fifo_data_available1; 
    assign    fifo_underflow_error =   fifo_empty  &&  fifo_rd_done;
    assign    fifo_overflow_error  =   fifo_full   &&  fifo_wr  &&  !fifo_rd_done;
endmodule   
```

==> results.ini <==
[run_status]
outcome=finished, final reports clean

[place]
gp_congestion=0.853
hpwl_microns=984000
place_worst_setup_slack_ps=937320
port_buffers=1033
dp_cells=51400

[worst_setup_path]
critPathCaptureType=output pin
start_kind=input port
max_stage_delay_ps=960
crit_chain=clkdlybuf4s50_1 > buf_4 > and3b_1 > a311oi_1 > a221oi_1 > nor4_1 > a21oi_1 > clkdlybuf4s50_1
reg2reg_depth=13
crit_path_top_delay_cell=clkdlybuf4s50_1
cp.arrival_ps=316490
worst-path-max-fanout=25
path_common_cell=clkdlybuf4s50_1
crit_type=input port to output pin
cp.required_ps=1253840

[synth]
ys_seq_share_pct=80.0
syn-cell-area_sq_um=630000
synth_top_cell_by_area=edfxtp_1
edf_count=16400
syn_inst=34100
ys_ff=16900
synth_cell_type_count=57
ys_area_sq_um=630000
yosysCellCount=34100
yosys_warnings=2
synthArstFlopShare_pct=0
area_leaders=edfxtp_1 (78%), mux4_2 (7.3%), nand2_1 (3.7%), dfxtp_1 (1.7%), mux2i_1 (1.6%)
syn-mean-instance-area_sq_um=18.5
yosys.area.top_type_share_pct=78.3
ys.flop_type=edfxtp_1

[final_timing]
setup_violations=0
holdWs_ps=582
slew_headroom_pct=27.9
skew_ps=115
finalWorstSetupSlack_ps=937350
max_freq_ghz=0.00159
period_used_pct=40.2
final.setup.tns_ps=0
worstMarginPinSlew_ps=1080
min_period_ps=629950
hold_viol_final=0
rsz0062_at_grt=false
drv_slew=0

[clock_tree]
htree_levels=7
cts_buffers=1770
post-cts-setup-buffer-count=0
cts_tree=done
cts_sinks=16900
clk_pin_slew_ps=60
cts_max_path_buffers=6
ctsHoldBuffers=0
clock_latency_ps=1370
cts.repair.resized=0
cts_root_buf=clkbuf_16

[pwr]
seq_power_share_pct=51.0
p_int_uw=769
p_sw_uw=219
vdd_drop_max_mv=0.00107
p_leak_uw=0.233
combPwrFrac_pct=7.8
swShare_pct=22.1
cellPowerDensity_nw_per_um2=1.37
pwr-share-clk_pct=41.3

[route]
drc=0
ant_nets=0
drt_iter0_drc=23300
routedWlPerCell_microns=32.6
drt_wl_total_microns=1790000
first_pass_iters=6
vias=335000
via_per_inst=6.12

[final_layout]
drive_gt1_share_pct=16.5
final_cells=54800
postLayoutCoreUtil_pct=57.6
layout_top_cell=edfxtp_1
areaGrowthSynthToFinish_pct=14.8
largest_register_ffs=16400
final_cell_mix=edfxtp_1 (16400), nand2_1 (6168), nand3_1 (2056)

[global_route]
grt_antenna_before_repair=141
grt_use_met2_pct=44.9
use_met3_pct=26.2
top_usage_layer=met2
overflow=0
grt_max_degree=123
grt_pass1_vias=361000
grt_util_met1_pct=38.4
track_usage_pct=31.9
grt_pass1_wl_microns=2540000

[flow_run]
drv_cap=0
warnings=40

[floorplanning]
core_area_sq_um=1250000
die_y_microns=1120
die_w_microns=1120
pin_count=1035
rows=411
fp_util_pct=50.2
fp.dieArea_sq_um=1260000

[hold_path]
min_path_cells=4
hold_class=flip-flop to flip-flop

## routing by layer
metal  part of all wire, %  routed length [microns]
met4                   4.3                    76300
met3                    19                   342000
met2                    47                   834000
met5                  0.21                     3790
met1                    30                   530000
## power by group through the flow
stage / Sequential (uW) / Combinational [uW] / Clock [uW]
final: 504 / 76.6 / 408
after global routing: 504 / 83.0 / 431
after CTS: 504 / 77.5 / 413
## cell type report
type                    count  area (sq um)
flip-flops and latches  16900        504000
multi-input cells       15000        118000
fillers                 89500        531000
diodes                    142           355
clock inverters           913          8640
well taps               16700         20900
clock buffers            2273         47600
inverters                   8          30.0
repair buffers           2711         23800
## critical path, delay by kind of cell
kind / cells / cell delay [ps]
compound gates: 3 / 780
buf+inv: 3 / 1790
simple gates: 2 / 450
## through the flow
stage / cell area, sq um / total power (uW)
3_5_place_dp: 666000 / 590
2_1_floorplan: 630000 / 560
6_report: 722000 / 988
5_1_grt: 722000 / 1020
4_1_cts: 722000 / 994
3_3_place_gp: 666000 / 589
## kinds of logic after synthesis
kind of cell / Yosys count / share of synthesized area (%)
AOI/OAI and AO/OA: 2088 / 2.69
DFF: 16900 / 80.0
xor gates and xnor gates: 14 / 0.0254
muxes: 3080 / 8.98
adders and majority gates: 7 / 0.0139
buffers and inverters: 2078 / 1.38
and+or+nand+nor: 9858 / 6.93
## final timing paths
kind | from | to | slack [ps]
max | wr_enable | data_look_ahead | 937350
min | fifo_memory_inst.regfile[25][247] | fifo_memory_inst.output_reg[247] | 580
max reg2reg | FIFO_CNTLR.rd_addr_pointer_q[0] | fifo_memory_inst.output_reg[448] | 1559120
min reg2reg | fifo_memory_inst.regfile[25][247] | fifo_memory_inst.output_reg[247] | 580
## synthesized netlist by cell type (2+ instances only)
cell type and number:
nor3b_1 3, nor3_2 2, buf_4 19, nor2_1 35
and3_1 4, a21oi_1 8, nand3_1 2056, buf_6 6
nand2b_1 4, a311oi_1 2, o22ai_1 3, a31oi_1 2
o21ai_0 2, a32oi_1 1028, a22oi_1 1026, nand2_1 6168
or2_2 2, dfxtp_1 530, a211oi_1 5, inv_1 8
mux2i_1 1028, xnor2_1 6, nor4_1 5, a21bo_2 3
clkbuf_1 1358, xor2_1 6, ha_1 7, buf_2 611
nor4bb_1 2, and2_1 4, buf_1 76, edfxtp_1 16400
nor3_1 15, and3b_1 2, mux4_2 2052, nand4_1 1543
nor2b_1 4
Power and IR drop assume default switching activity.
