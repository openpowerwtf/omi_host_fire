File: flow/design.v
`timescale 1ns / 1ps
module dist_ram_1w
  #(
    parameter   NUM_COL         =  16,
    parameter   COL_WIDTH       =  32,
    parameter   ADDR_WIDTH      =  5
    )
   (
    input clock,
    input [NUM_COL-1:0] bram_wen_a,
    input [ADDR_WIDTH-1:0] bram_addr_a,
    input [NUM_COL*COL_WIDTH-1:0] bram_din_a,
    output reg [NUM_COL*COL_WIDTH-1:0] bram_dout_a,
    input [ADDR_WIDTH-1:0] bram_addr_b,
    output reg [NUM_COL*COL_WIDTH-1:0] bram_dout_b
    );
   wire                            bram_clock_a, bram_clock_b;
   wire                            bram_en_a, bram_en_b;
   (* ram_style = "distributed" *) reg [NUM_COL*COL_WIDTH-1:0]     ram_block [(2**ADDR_WIDTH)-1:0];
   assign bram_clock_a = clock;
   assign bram_clock_b = clock;
   assign bram_en_a = 1'b1;
   assign bram_en_b = 1'b1;
   generate
      genvar i;
      for(i=0;i<NUM_COL;i=i+1) begin : port_a
         always @ (posedge bram_clock_a) begin
            if(bram_en_a) begin
               if(bram_wen_a[i]) begin
                  ram_block[bram_addr_a][i*COL_WIDTH + COL_WIDTH - 1:i*COL_WIDTH] <= bram_din_a[i*COL_WIDTH + COL_WIDTH - 1:i*COL_WIDTH];
                  bram_dout_a[i*COL_WIDTH + COL_WIDTH - 1:i*COL_WIDTH] <= bram_din_a[i*COL_WIDTH + COL_WIDTH - 1:i*COL_WIDTH] ;
               end else begin
                  bram_dout_a[i*COL_WIDTH + COL_WIDTH - 1:i*COL_WIDTH] <= ram_block[bram_addr_a][i*COL_WIDTH + COL_WIDTH - 1:i*COL_WIDTH] ;
               end
            end
         end
      end
   endgenerate
   generate
      for(i=0;i<NUM_COL;i=i+1) begin : port_b
         always @ (posedge bram_clock_b) begin
            if(bram_en_b) begin
               bram_dout_b[i*COL_WIDTH + COL_WIDTH - 1:i*COL_WIDTH] <= ram_block[bram_addr_b][i*COL_WIDTH + COL_WIDTH - 1:i*COL_WIDTH] ;
            end
         end
      end
   endgenerate
endmodule  
File: flow/run.sh
#!/bin/bash
# OpenROAD 26Q1-2900-gdf79404cd8, Yosys 0.63+post, stock flow scripts
make -C /OpenROAD-flow-scripts/flow DESIGN_CONFIG=/design/flow/config.mk WORK_HOME=/design/flow/orfs finish
File: flow/config.mk
export PLATFORM = sky130hd
export DESIGN_NAME = dist_ram_1w
export DESIGN_NICKNAME = dist_ram_1w
export VERILOG_FILES = /design/flow/design.v
export SDC_FILE = /design/flow/constraint.sdc
export NUM_CORES = 4
export LEC_CHECK = 1
export CORE_UTILIZATION = 40
export SYNTH_MEMORY_MAX_BITS = 65536
File: flow/constraint.sdc
current_design dist_ram_1w

set clk_period 326.6
set clk_io_pct 0.2

create_clock -name clk0 -period $clk_period [get_ports {clock}]

set non_clock_inputs [all_inputs -no_clocks]
set_input_delay [expr $clk_period * $clk_io_pct] -clock clk0 $non_clock_inputs
set_output_delay [expr $clk_period * $clk_io_pct] -clock clk0 [all_outputs]
==> summary.txt <==
Results of the flow run.

The post-cts hold buffer count stands at 0. The remaining antenna violation count stands at 0. Per STA, the library cell used most along the worst path is buf_4. The path class of the tightest hold or removal check is reg2reg. After detailed routing, the total wire length is roughly 2800 mm. The number of standard cells after synthesis stands at 35078. Of the total power, combinational logic draws roughly 8.5%. The worst max-slew margin expressed relative to the limit stands at less than 1%. The count of unique library cells instantiated by Yosys stands at 33. The largest fanout on the critical path stands at between 80 and 90. Walking the worst path, the cells encountered are buf_4 > buf_4 > buf_4 > buf_12 > buf_4 > buf_4 > buf_4 > buf_4 > buf_4 > buf_4 > mux4_2 > o22ai_1 > nor4_1 > clkdlybuf4s50_1.

The quantity of I/O buffers inserted on ports stands at ~1600. Looking at the max-slew report, the worst-margin pin has a slew of 1.50 ns. The H-tree was split into 7 levels. Measured along the y axis, the die boundary spans roughly 1.4 mm. The report lists the number of cells resized after CTS as 0. Looking at the clock tree report, the maximum root-to-sink buffer count equals 6. The worst setup path is captured at a primary output. The slowest stage of the critical path is the nor4_1 cell.

Yosys reported a register bit count of ~17000. The flow reported a cell area power density of a little under 6 nW/um2. The critical path is of the reg2out type. The share of the Yosys chip area taken by registers is around two thirds. Once the clock tree was built, the setup fixing pass inserted 0 buffers.

The setup clock skew after layout stands at between 0.15 and 0.2 ns. STA puts the critical path data required time at ~260 ns. The setup TNS after final layout stands at 0 ns.

Setup violations remaining at the end of the flow were counted as 0. The initial utilization of the core area, before any placement, comes to between 40% and 50%. For the worst setup path, the data arrival time is 11.16 ns. Summed over all routing layers, the global router reports a total usage of approximately a third. The final reports fail on capacitance limit. The delay contributed by the slowest stage of the critical path stands at 1.06 ns. In this run, the number of DRC markers left after iteration 0 of detailed routing was 30553. In this run the standard cell core region covers around 1800000 um2. Looking at the power breakdown, sequential logic takes 49.3% of the total.

The count of instantiated cells in the yosys netlist stands at 35078. The fraction of power spent switching nets stands at about 23%. The final critical delay including setup and external delays stands at 76.48 ns. The top cell types in the final layout, fill and taps aside, are edfxtp_1 (16384), mux4_2 (7504), o22ai_1 (3519), buf_4 (2450), clkbuf_16 (1833). The half-perimeter wire length after detailed placement stands at about 1700 mm. VDD sags by at most 0.00000573 V.

The tally of max-capacitance violations stands at 1. The run finished, with violations left. The synthesized area stands at 740000 um2. On the final layout, the worst hold slack is between 0.7 and 0.8 ns. The cell internal power dissipation stands at ~0.0038 W. Counting the fill cells in the layout gives roughly 150k. For this run, the chip area from Yosys synthesis comes to ~740000 um2. Per the synth stats, the flop cell with the highest instance count is edfxtp_1. The first global-routing pass estimated 3840 mm of wire. The clock insertion delay at the later pin of the skew report stands at about 1.4 ns. The final tally of hold violations stands at 0. The via count of the first global-routing pass stands at between 400k and 500k. Per the run report, area growth between synthesis and finish was 15.6%. The number of antenna violations at the first check in global routing stands at 384. The total congestion overflow after global routing stands at 0. The share of total power in the clock network stands at a little over two fifths.

The warning total across the stage logs stands at 28. After synthesis, the mean cell area works out to 21.1 um2. The script parses the final routing iteration and logs DRC violations as 0. The floorplan has 499 rows. After layout, the worst path uses a little under a quarter of the clock period. The final tally of max-slew violations stands at 0. The largest net degree at the start of global routing stands at roughly 100. The weighted congestion reported at the end of routability-driven placement stands at 0.913.

The number of search-and-repair iterations in the first detailed-routing pass stands at 6. The I/O pin count stands at 1563. Setup repair after global routing left no endpoint under its margin. The number of buffers added by the clock tree synthesis step stands at around 1800.

After detailed routing, the number of vias per cell comes to approximately 6.6. The count of flip-flops with a built-in enable after synthesis stands at 16384. The fraction of layout instances using a drive strength above 1 stands at between 30% and 40%. For this block, the via count after detailed routing is 425976. The async set-reset flop share out of synthesis stands at 0%.

TritonCTS built the clock tree. The routed length per instance stands at around 43 um. After floorplanning, the die was sized to cover approximately 1900000 um2. The leakage component of the power was reported as roughly 270 nW. The cell sitting at the root of the clock tree is a clkbuf_16. The highest achievable clock rate stands at ~13 MHz. The switching component of the power stands at 0.00114 W. For this design, the sink count on the clock tree is 16901.

By instance count after routing, the leading logic cell type is edfxtp_1. The worst setup path is launched from a register. Warnings reported by Yosys during synthesis add up to 1. For reference, the clock transition at the flip-flops on the worst setup and hold paths is approximately 0.06 ns. According to the floorplan report, the die width is about 1.4 mm.
[registers in the layout, summed over array words and instances (netlist names), named ones only]
name / cells
bram_dout_b: 512
ram_block: 16384
[power by group through the flow]
stage / sequential [W] / combinational (W) / clock [W]
final: 0.00244 / 0.000422 / 0.00208
after CTS: 0.00244 / 0.000416 / 0.00210
after global routing: 0.00244 / 0.000439 / 0.00218
[cell families after synthesis]
| kind of cell | after synthesis | share of synthesized area [%] |
|---|---|---|
| buf+inv | 2925 | 1.83 |
| compound gates | 4514 | 4.00 |
| mux | 8880 | 24.7 |
| simple gates | 1858 | 1.51 |
| flops | 16901 | 67.9 |
[layout make-up]
cell class	instances	area [um2]	share of cell area, %
Clock buffer	2322	49100	5.74
Timing Repair Buffer	4063	35100	4.11
Multi-Input combinational cell	15252	226000	26.4
Clock inverter	962	10300	1.20
Sequential cell	16901	502000	58.7
Antenna cell	756	1890	0.221
Tap cell	24549	30700	3.59
[critical path: cells and delay by family, from the launching register on]
kind,cells,cell delay [ns]
DFF,1,0.70
AOI/OAI and AO/OA,1,0.12
buffers and inverters,11,6.95
muxes,1,0.34
and+or+nand+nor,1,1.06
[metal layers]
layer	up-vias	track usage, %	share of wire, %
met5	-	14.1	1.1
met4	664	17.6	7.0
met3	8162	32.7	23
met2	40679	44.4	43
met1	213038	31.4	26
li1	163433	-	-
[cells in the mapped netlist (all sizes together) (39+ instances only)]
cell type | instances | share of area [%]
a22oi | 847 | 0.86
and2 | 516 | 0.44
buf | 1726 | 1.2
clkbuf | 1199 | 0.61
dfxtp | 517 | 1.4
edfxtp | 16384 | 67
mux2 | 222 | 0.34
mux2i | 1154 | 1.6
mux4 | 7504 | 23
nand3 | 272 | 0.18
nand4 | 135 | 0.11
nor2 | 39 | 0.020
nor4 | 852 | 0.72
o22ai | 3519 | 3.0
[path summary, 6_finish.rpt]
| path | from | end | slack (ns) | depth (start not counted) |
|---|---|---|---|---|
| hold / removal | ram_block[6][443] | bram_dout_b[443] | 0.75 | 3 |
| setup / recovery | register | bram_dout_a[389] | 250.12 | 14 |
| setup reg to reg | ram_block[22][48] | bram_dout_b[48] | 324.45 | 4 |
| hold reg to reg | ram_block[6][443] | bram_dout_b[443] | 0.75 | 3 |
[metrics by stage]
step           std cells  power, W  util (%)  worst slack [ns]  cell area, um2
4_1_cts            64047   0.00496      46.3            250.40          854000
3_3_place_gp       60756   0.00289      43.0            252.06          794000
6_report           64805   0.00494      46.4            250.12          855000
2_1_floorplan      35078   0.00267         -            259.13          740000
3_5_place_dp       60763   0.00290      43.0            251.95          794000
5_1_grt            64644   0.00506      46.3            249.92          855000
Power and IR drop assume default switching activity.
